===== flow/run.sh =====
#!/bin/bash
# OpenROAD 26Q1-2900-gdf79404cd8, Yosys 0.63+post, stock flow scripts
make -C /OpenROAD-flow-scripts/flow DESIGN_CONFIG=/design/flow/config.mk WORK_HOME=/design/flow/orfs finish

===== flow/config.mk =====
export PLATFORM = sky130hd
export DESIGN_NAME = SPI_Controller
export DESIGN_NICKNAME = SPI_Controller
export VERILOG_FILES = /design/flow/design.v
export SDC_FILE = /design/flow/constraint.sdc
export NUM_CORES = 4
export LEC_CHECK = 1
export CORE_UTILIZATION = 50

===== flow/constraint.sdc =====
current_design SPI_Controller

set clk_period 4.0
set clk_io_pct 0.2

create_clock -name clk0 -period $clk_period [get_ports {i_clk_sys}]

set non_clock_inputs [all_inputs -no_clocks]
set_input_delay [expr $clk_period * $clk_io_pct] -clock clk0 $non_clock_inputs
set_output_delay [expr $clk_period * $clk_io_pct] -clock clk0 [all_outputs]

===== flow/design.v =====
module SPI_Controller
#(
    parameter SPI_SCLK_DIV      = 4,
    parameter CPOL              = 1'b0,
    parameter CPHA              = 1'b0,
    parameter SPI_CLK_DIV       = 4,
    parameter SPI_ADDR_WIDTH    = 6,
    parameter SPI_DATA_WIDTH    = 20,
    parameter SPI_WAIT_WIDTH    = 2
)
(
    input i_clk_sys,
    input i_rst_n,
    input i_start,
    input i_rw,                        
    input[SPI_ADDR_WIDTH-1:0] i_address,
    input[SPI_DATA_WIDTH-1:0] i_write_data,          
    output reg[SPI_DATA_WIDTH-1:0] o_read_data,      
    output reg o_data_valid,           
    input       i_MISO,
    output      o_SCLK,
    output reg  o_MOSI,
    output reg  o_SEN
    );
    localparam IDLE = 3'b000, START = 3'b001, SEND_ADDR = 3'b010, SEND_DATA = 3'b011, 
                WAIT_READ = 3'b100, READ_DATA = 3'b101, DONE = 3'b110;
    reg [2:0] spi_state;
    reg [4:0] bit_cnt;            
    reg [3:0] wait_cnt;
    reg [SPI_DATA_WIDTH-1:0] shift_reg;         
    reg [SPI_ADDR_WIDTH-1:0] addr_reg;           
    reg en_SCLK;
    wire SCLK_posedge, SCLK_negedge;
    wire get_number_edge, switch_number_edge;
    assign get_number_edge      = (CPHA==1'b0)?SCLK_posedge:SCLK_negedge;
    assign switch_number_edge   = (CPHA==1'b0)?SCLK_negedge:SCLK_posedge;
    always @(posedge i_clk_sys or negedge i_rst_n) begin
        if(!i_rst_n) begin
            spi_state       <= IDLE;
            o_SEN           <= 1'b1;
            en_SCLK         <= 1'b0;
        end
        else begin
            case (spi_state) 
            IDLE: begin
                if(i_start==1'b1) begin
                    spi_state   <= START;
                    o_SEN       <= 1'b0;
                    en_SCLK     <= 1'b1;
                end
            end
            START: begin
                if(get_number_edge) spi_state <= SEND_ADDR;
            end
            SEND_ADDR:
            begin
                if(get_number_edge && bit_cnt == SPI_ADDR_WIDTH) 
                    spi_state <= (i_rw==1'b1)?WAIT_READ:SEND_DATA;
            end
            WAIT_READ: begin
                if(o_SEN==1'b0 && switch_number_edge) begin
                    o_SEN       <= 1'b1;
                    en_SCLK     <= 1'b0;
                end
                if(wait_cnt==SPI_CLK_DIV*SPI_WAIT_WIDTH-1) 
                begin
                    spi_state   <= READ_DATA;
                    o_SEN       <= 1'b0;
                    en_SCLK     <= 1'b1;
                end
            end
            SEND_DATA:  begin
                if(get_number_edge && bit_cnt == SPI_ADDR_WIDTH+SPI_DATA_WIDTH) begin
                    spi_state   <= DONE;
                end
            end
            READ_DATA:  begin
                if(get_number_edge && bit_cnt == SPI_ADDR_WIDTH+SPI_DATA_WIDTH) begin
                    spi_state   <= DONE;
                end
            end
            DONE: begin
                if(switch_number_edge) begin
                    o_SEN               <= 1'b1;
                    en_SCLK             <= 1'b0;
                    spi_state           <= IDLE;
                end
            end
            default:    begin
                spi_state <= IDLE;
            end
            endcase
        end
    end
    always @(posedge i_clk_sys or negedge i_rst_n) begin
        if(~i_rst_n) begin
            o_data_valid    <= 1'b0;
            o_MOSI          <= 1'b0;
            bit_cnt         <= 'd0;
            shift_reg       <= 'd0;
            addr_reg        <= 'd0;
            o_read_data     <= 'd0;
            wait_cnt        <= 'd0;
        end else begin
            case (spi_state)
            IDLE:
            begin
                o_data_valid    <= (i_start==1'b1)?1'b0:1'b1;
                bit_cnt         <= 'd0;
            end
            START:
            begin
                addr_reg        <= i_address;
                shift_reg       <= i_write_data;
                o_data_valid    <= 1'b0;
                bit_cnt         <= 'd0;
                o_MOSI          <= i_rw;
            end
            SEND_ADDR:
            begin
                if(switch_number_edge) begin  
                    o_MOSI      <= addr_reg[SPI_ADDR_WIDTH-1];
                    addr_reg    <= addr_reg << 1;
                    bit_cnt     <= bit_cnt + 1'b1;
                end
            end
            SEND_DATA:
            begin
                if(switch_number_edge) begin
                    o_MOSI      <= shift_reg[SPI_DATA_WIDTH-1];
                    shift_reg   <= shift_reg << 1'b1;
                    bit_cnt     <= bit_cnt+1'b1;
                end
            end
            WAIT_READ:  
            begin
                wait_cnt    <= wait_cnt+1'b1;
                bit_cnt     <= SPI_ADDR_WIDTH + 1'b1;
            end
            READ_DATA:
            begin
                if(get_number_edge)
                    shift_reg <= {shift_reg[18:0], i_MISO};
                if(switch_number_edge)
                    bit_cnt <= bit_cnt+1'b1;
            end
            DONE:
            begin
                if(i_rw==1'b1) 
                    o_read_data <= shift_reg;
            end
            default:
                bit_cnt <= 'd0;
            endcase
        end
    end
    SPI_SCLK_generator
    #(
        .CPOL(CPOL),
        .SPI_SCLK_DIV(SPI_SCLK_DIV)
    )u_sclk
    (
        .i_clk_sys(i_clk_sys),
        .i_rst_n(i_rst_n),
        .en_SCLK(en_SCLK),
        .o_SCLK(o_SCLK)
    );
    edge_detector #(.POSITIVE_EDGE(1'b1))u_posedge(.i_chip_clk(i_clk_sys), .i_rst_n(i_rst_n), .i_det(o_SCLK), .o_edge(SCLK_posedge));
    edge_detector #(.POSITIVE_EDGE(1'b0))u_negedge(.i_chip_clk(i_clk_sys), .i_rst_n(i_rst_n), .i_det(o_SCLK), .o_edge(SCLK_negedge));
endmodule
module SPI_SCLK_generator
#(
    parameter CPOL          = 1'b0,
    parameter SPI_SCLK_DIV  = 4
)
(
    input i_clk_sys,
    input i_rst_n,
    input en_SCLK,
    output reg o_SCLK
);
reg[7:0] sclk_cnt;
always @(posedge i_clk_sys or negedge i_rst_n) begin
    if(~i_rst_n) begin
        sclk_cnt <= 'd0;
    end
    else if(en_SCLK) begin
        sclk_cnt <= (sclk_cnt < SPI_SCLK_DIV-1'b1) ? sclk_cnt + 1'b1 : 'd0;
    end
    else sclk_cnt <= 'd0;
end
always @(posedge i_clk_sys or negedge i_rst_n) begin
    if(~i_rst_n) begin
        o_SCLK <= CPOL;
    end
    else if(~en_SCLK) begin
        o_SCLK <= CPOL;
    end
    else begin
        o_SCLK <= (sclk_cnt < (SPI_SCLK_DIV>>1)) ? CPOL : ~CPOL;
    end
end
endmodule
module edge_detector
#(
    parameter POSITIVE_EDGE = 1'b1 
    )
    (
    input   i_chip_clk,
    input   i_rst_n,
    input   i_det,
    output  o_edge
);
    reg edge_last_time;
    always @(posedge i_chip_clk or negedge i_rst_n) begin
        if(~i_rst_n) begin
            edge_last_time <= 'd0;
        end
        else begin
            edge_last_time <= i_det;
        end
    end
    generate
        if(POSITIVE_EDGE == 1'b1) 
            assign o_edge = ~edge_last_time&i_det;
        else 
            assign o_edge = edge_last_time&~i_det;
    endgenerate
endmodule

==> reports/metrics.csv <==
metric,value,unit
status,completed,
edf_count,0,
h-tree-depth,3,
cts_hold_buffers,0,
antenna_found_initial,0,
die_h,86.0,µm
p_leak,1.98,nW
warnings,27,
top_cell,dfrtp_1,
place_hpwl,3900,µm
hold_viol,0,
io_buffer_count,54,
min_path_type,input port to async pin,
postSynth.asyncResetShare,100,%
wl_per_cell,14.3,µm
ff_type,dfrtp_1,
ir_worst_vdd,221,µV
critPathSlowestCell,dfstp_2,
cts_tree,built,
max-slew-margin-rel,61.5,%
r2r_start,spi_state[5]$_DFF_PN0_,
period_needed,2.14,ns
yosys-top-cells-count,"dfrtp_1 (74), mux2_4 (36), mux2_2 (24)",
vias,2206,
wl,6080,µm
worst_pin_slew,0.570,ns
path_max_fanout,3,
post_dp_cell_area,4140,µm²
clk_pin_slew,0.08,ns
detail_route.iter0.violations,97,
grt_overflow_total,0,
cts_buffers,9,
fillCellCount,536,
grt_max_degree,41,
seqCellArea,1900,µm²
critPathLaunchType,flop,
grt_util_all_layers,18.6,%
rows,30,
antenna_cells,0,
rr_worst_depth,4,
worstPathRequired,3.20,ns
max-cap-violations,0,
clkSinkCount,76,
die_w,86.0,µm
postCtsSetupBuffers,0,
synth_seq_share,53.9,%
end_kind,output port,
ys_area,3530,µm²
top_area_cell,dfrtp_1,
syn_avg_cell_area,13.3,µm²
reg2reg_slack,1.96,ns
fmax,0.468,GHz
syn-instance-count,265,
viasPerCell,5.19,
ys_cells,265,
logic_area,1530,µm²
area_growth,24.0,%
fin_worst_skew,0.00717,ns
cts-resized-gates,0,
fp_util,52.0,%
insertion_delay,0.34,ns
cts.path.max_buffers,2,
slew_violations,0,
ys_ff,76,
rsz0062_at_grt,false,
first_pass_iters,4,
worst_path_dominant_cell_family,flip-flops,
path_cells,clkdlybuf4s50_1,
finalSetupViolCount,0,
slowest_delay,0.55,ns
drcViolationCount,0,
path_buffers,1,
final_layout_size_suffix_gt1_share,26.4,%
design_area,4380,µm²
core-area,6790,µm²
ioPinCount,55,
crit_type,flop to output port,
synthDistinctLibCells,44,
grt_pass1_wl,10400,µm
timing.setup.tns,0,ns
yosysTopAreaCellShare,52.4,%
synth_area,3530,µm²
arrival,1.34,ns
globalplace.congestion,0.804,
synthTopCellsByArea,"dfrtp_1 (52%), mux2_4 (15%), mux2_2 (7.7%)",
antenna_left,0,
fin_crit_sh,53.5,%
p_per_area,371,nW/µm²
ys_warn_count,4,
dieArea,7400,µm²
r2r_end,shift_reg[19]$_DFFE_PN0P_,
grt_pass1_vias,2111,
cts-root-buf,clkbuf_8,
-- metal layers --
metal	global-route usage [%]	part of all wire, %
met3	3.03	4.0
met5	0	0
met2	26.1	46
met4	3.64	1.7
met1	32.6	49
-- layout make-up --
| type | count | area share [%] |
|---|---|---|
| Inverter | 5 | 0.429 |
| Multi-Input combinational cell | 174 | 35.0 |
| Timing Repair Buffer | 58 | 13.0 |
| Clock buffer | 13 | 3.86 |
| Tap cell | 96 | 2.74 |
| Clock inverter | 3 | 1.54 |
| Sequential cell | 76 | 43.5 |
-- worst reg2reg max path, stage by stage (launching register included) --
cell     delay [ns]
dfrtp_1        0.47
nor2_2         0.44
buf_4          0.38
mux2_2         0.37
mux2_1         0.28
-- cells in the final DEF, fill, tap and decap left out, types with 2 or more instances in the layout --
master | Yosys | routed
o21ai_0 | 7 | 7
clkbuf_8 | 0 | 12
nor2_1 | 8 | 8
bufinv_16 | 0 | 2
o22a_1 | 2 | 2
xnor2_1 | 2 | 2
nand4_1 | 3 | 3
or3_1 | 2 | 2
nand2b_1 | 5 | 5
inv_1 | 5 | 5
nand3b_1 | 2 | 2
mux2_4 | 36 | 36
dfrtp_1 | 74 | 74
o32a_1 | 2 | 2
a21oi_1 | 4 | 4
nand4b_1 | 2 | 2
conb_1 | 1 | 6
ha_1 | 4 | 4
nand2_1 | 23 | 23
a31oi_1 | 7 | 7
clkdlybuf4s50_1 | 0 | 53
mux2_1 | 2 | 2
nor2b_1 | 5 | 5
buf_4 | 0 | 5
a211oi_1 | 5 | 5
dfstp_2 | 2 | 2
nand3_1 | 2 | 2
a41oi_1 | 3 | 3
a22o_1 | 2 | 2
o31ai_1 | 2 | 2
mux2i_1 | 2 | 2
mux2_2 | 24 | 24
-- metrics by stage --
stage | utilization, % | hold slack [ns] | power (W) | cells | worst slack (ns)
global route | 64.5 | 0.437 | 0.00170 | 425 | 1.80
CTS | 64.5 | 0.420 | 0.00165 | 425 | 1.84
global placement | 61.0 | 0.422 | 0.000965 | 409 | 1.82
finish | 64.5 | 0.409 | 0.00163 | 425 | 1.86
floorplan | - | 0.409 | 0.000901 | 270 | 2.47
detailed placement | 61.0 | 0.434 | 0.000968 | 409 | 1.82
-- how the worst max path moves through the flow --
stage / from / end / slack [ns] / cells after the start
CTS: o_SEN$_DFFE_PN1P_ / o_SEN / 1.84 / 1
global route: o_SEN$_DFFE_PN1P_ / o_SEN / 1.80 / 1
finish: o_SEN$_DFFE_PN1P_ / o_SEN / 1.86 / 1
-- power by group --
group | total [W] | leakage, nW | internal [W] | switching, W
Combinational | 0.000119 | 0.881 | 0.0000701 | 0.0000489
Sequential | 0.000833 | 0.979 | 0.000802 | 0.0000306
Clock | 0.000675 | 0.116 | 0.000403 | 0.000272
-- logic make-up after synthesis --
family          share of synthesized area (%)
flops                                    53.9
fa+ha+maj                                1.42
buf+inv                                  3.22
simple gates                             8.61
mux                                      24.2
compound gates                           7.80
xor+xnor                                0.744
other cells                             0.106
Power figures rest on the tool's default switching activity, not on a simulated workload.
